**design/flow/constraint.sdc**
```tcl
current_design PM_counter

set clk_period 4.0
set clk_io_pct 0.2

create_clock -name clk0 -period $clk_period [get_ports {clk_i}]

set non_clock_inputs [all_inputs -no_clocks]
set_input_delay [expr $clk_period * $clk_io_pct] -clock clk0 $non_clock_inputs
set_output_delay [expr $clk_period * $clk_io_pct] -clock clk0 [all_outputs]
```
**design/flow/config.mk**
```make
export PLATFORM = sky130hd
export DESIGN_NAME = PM_counter
export DESIGN_NICKNAME = PM_counter
export VERILOG_FILES = /design/flow/design.v
export SDC_FILE = /design/flow/constraint.sdc
export NUM_CORES = 4
export LEC_CHECK = 1
export CORE_UTILIZATION = 40
```
**design/flow/run.sh**
```bash
#!/bin/bash
# OpenROAD 26Q1-2900-gdf79404cd8, Yosys 0.63+post, stock flow scripts
make -C /OpenROAD-flow-scripts/flow DESIGN_CONFIG=/design/flow/config.mk WORK_HOME=/design/flow/orfs finish
```
**design/flow/design.v**
```verilog
module PM_counter (
	clk_i,
	 membus_read_req_i,
	 membus_write_req_i,
	 membus_addr_i,
	 membus_data_o,
	 membus_data_i,
	 pm_input, 
	 pm_latch,
	 dbg_counting
);
parameter membus_address = 8'h10;
input clk_i;
input membus_read_req_i, membus_write_req_i;
input [6:0] membus_addr_i;
input [7:0] membus_data_i;
input pm_input;
input pm_latch;
output reg [7:0] membus_data_o = 8'hZZ;
output reg dbg_counting;
reg [31:0] counter_val = 32'b0;
reg [31:0] latched_val = 32'b0;
reg pm_latch_ED = 1'b0;
always @(posedge clk_i) begin
	if (membus_read_req_i) begin
		if (membus_addr_i == membus_address) begin
			membus_data_o <= latched_val[7:0];
		end else if (membus_addr_i == membus_address + 1) begin
			membus_data_o <= latched_val[15:8];
		end else if (membus_addr_i == membus_address + 2) begin
			membus_data_o <= latched_val[23:16];
		end else if (membus_addr_i == membus_address + 3) begin
			membus_data_o <= latched_val[31:24];
		end else begin
			membus_data_o <= 8'hZZ;
		end
	end else begin
		membus_data_o <= 8'hZZ;
	end
	if ( pm_latch && !pm_latch_ED ) begin
		latched_val <= counter_val;
		if (!pm_input) begin
			counter_val <= 32'b1;
		end else begin
			counter_val <= 32'b0;
		end
	end else if ( !pm_input ) begin
		counter_val <= counter_val + 1;
	end
	if (!pm_input) begin
		dbg_counting <= 1;
	end else begin
		dbg_counting <= 0;
	end
	pm_latch_ED <= pm_latch;
end
endmodule
```
==> GITHUB_STEP_SUMMARY <==
### Metrics collected by this job

| Metric | Value |
|---|---|
| Outcome | `completed` |
| Sw Pwr | `408 uW` |
| CORE AREA | `7890 um2` |
| Synth Instances | `266` |
| Clock Sinks | `74` |
| Max Freq | `408 MHz` |
| Cell Int Power | `1350 uW` |
| Nature of the critical path endpoint | `flop` |
| Peak supply drop | `0.227 mV` |
| Total GRT Usage | `0.159` |
| TNS Setup | `0 ns` |
| Async set-reset flop share out of synthesis | `0` |
| Number of inserted diodes | `0` |
| Tcrit/Tclk final | `0.613` |
| Synthesis-to-layout area growth | `14.9%` |
| Routed vias | `2,122` |
| CTS tree | `done` |
| Finished Core Util | `0.484` |
| Root Buffer | `clkbuf_8` |
| Crit start category | `primary input` |
| Top area cell types | `edfxtp_1 (58%), dfxtp_1 (6.0%), a21oi_1 (3.0%)` |
| Postcts setup bufs | `0` |
| Rows | `32` |
| Sequential share of power | `0.561` |
| Drt total wl | `6200 um` |
| Initial antenna violation count | `0` |
| Measured slew at the worst slew-check pin | `0.596 ns` |
| Critical path required time | `4.22 ns` |
| Distinct cell type count after synthesis | `40` |
| PortBufs | `18` |
| Crit path kind | `in -> reg` |
| Reg area | `2120 um2` |
| Drt drc | `0` |
| Die Ht | `93.2 um` |
| Drt via density | `5.41` |
| PwrDens | `459 nW/um2` |
| RePlAce Congestion | `0.831` |
| Syn_area_per_cell | `12.5 um2` |
| Tool Warnings | `35` |
| Fin. max-slew vios | `0` |
| Worst hold path cell count | `0` |
| Number of enable flip-flop cells | `64` |
| Clock Tree Buf Depth | `2` |
| Floorplan Utilization | `0.422` |
| HPWL after DPL | `4050 um` |
| Chip width | `93.2 um` |
| Synthesized registers | `74` |
| YS warnings | `4` |
| Post-synthesis sequential area ratio | `0.638` |
| FF-to-FF setup slack | `1.59 ns` |
| Synthesized cell area | `3330 um2` |
| Tmin final | `2.45 ns` |
| Final Hold Fails | `0` |
| Max cap viols | `0` |
| Hold Buf Count CTS | `0` |
| Grt total ovfl | `0` |
| Die area | `8680 um2` |
| Cts bufs inserted | `9` |
| RSZ-0062 raised after global routing | `false` |
| Worst Reg-to-Reg Cells | `5` |
| Combinational share of power | `0.081` |
| Worst hold path type | `reg -> reg` |
| Crit path buf inv count | `1` |
| Top cells excl fill/tap | `edfxtp_1 (64), a21oi_1 (20), clkdlybuf4s50_1 (18)` |
| 1st-iter DRT viols | `141` |
| Wirelength per Cell | `15.8 um` |
| Cell taking the most area after synthesis | `edfxtp_1` |
| Gate Area | `1110 um2` |
| Largest net degree at the start of global routing | `33` |
| Share of cells above drive strength 1 | `0.110` |
| Clk_skew | `0.0139 ns` |
| Slowest stage delay, CP | `0.71 ns` |
| Clock network fraction of design power | `0.359` |
| Fillers | `691` |
| Final-report setup violation count | `0` |
| Crit Path Max Fanout | `10` |
| Vias in the first global route | `1,933` |
| I/O pin total | `29` |
| Global-route wire length before repair | `10,100 um` |
| Insertion Delay late pin | `0.34 ns` |
| CP arrival | `2.67 ns` |
| Clk slew on worst S/H paths | `0.08 ns` |
| Leak Pwr | `0.00126 uW` |
| WP depth | `5` |
| Detailed-router iteration count before antenna repair | `4` |
| Crit-path cells | `clkdlybuf4s50_1, or4_1, or3_1, o22ai_1, a21oi_1` |
| Ys cells | `266` |
| Sw frac | `0.233` |
| Slew HR | `0.602` |
| Dominant logic cell type in the layout | `edfxtp_1` |
| CTS H-tree depth | `3` |
| Slowest CP cell | `or4_1` |
| Crit path max-delay family | `simple AND/OR/NAND/NOR gates` |
| Main flop type | `edfxtp_1` |
| Final ANT Viol Nets | `0` |
| CTS resizes | `0` |
| Top cell type's share of synthesized area | `0.578` |
| Yosys chip area | `3330 um2` |
synthesized netlist by cell type (all sizes together) (7+ instances only):
cell,count
edfxtp,64
dfxtp,10
o41ai,9
nand2b,11
nand3,12
nand2,10
clkbuf,10
inv,7
mux2,8
nor2,17
nand4,8
or4,9
o22ai,8
a21oi,20
xnor2,10
kinds of logic (layout without fill, tap and decap cells):
family                   count (synthesis)  count (layout)  synth area share
AND-OR/OR-AND                           55              55             0.106
XOR/XNOR                                13              13            0.0342
adder cells (fa/ha/maj)                  1               1           0.00376
buffers and inverters                   22              46            0.0275
flip-flops                              74              74             0.638
multiplexers                            10              10            0.0331
AND/OR/NAND/NOR                         91              91             0.157
routing by layer:
metal,vias up,part of all wire,global-route usage,wire length [um]
li1,1075,-,-,-
met1,1001,0.52,0.293,3210
met2,37,0.43,0.219,2650
met3,9,0.039,0.0289,243
met4,0,0.015,0.0256,91
met5,-,0,0,0
sequential cells by signal, indices dropped and copies added, names as in the netlist:
register,cells
dbg_counting,1
pm_latch_ED,1
membus_data_o,8
counter_val,32
latched_val,32
power groups by stage:
stage / combinational [uW] / sequential [uW] / clock (uW)
CTS: 143 / 983 / 643
global route: 160 / 994 / 677
finish: 142 / 983 / 629
final cells by class:
class	count	area share
Clock inverter	6	0.0236
Clock buffer	10	0.0334
Timing Repair Buffer	22	0.0550
Sequential cell	74	0.556
Tap cell	102	0.0334
Multi-Input combinational cell	170	0.291
Inverter	8	0.00786
through the flow:
step	hold WS [ns]	power, uW	instance area, um2	instances	setup WS [ns]
after CTS	0.509	1770	3820	392	1.57
final	0.510	1750	3820	392	1.55
after floorplan	0.440	1080	3330	266	1.09
after global routing	0.541	1830	3820	392	1.45
after global placement	0.487	1140	3600	376	1.21
after detailed placement	0.495	1140	3600	376	1.20
worst paths after layout:
path,endpoint,startpoint
worst max-delay path,membus_data_o[3],membus_addr_i[5]
worst min-delay path,latched_val[22],counter_val[22]
worst max register to register,counter_val[26],counter_val[0]
worst min register to register,latched_val[22],counter_val[22]
Power figures rest on the tool's default switching activity, not on a simulated workload.
